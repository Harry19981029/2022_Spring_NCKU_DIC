==> /design/flow/design.v <==
`timescale 1ns/10ps
module ELA(clk, rst, in_data, data_rd, req, wen, addr, data_wr, done);
	input				clk;
	input				rst;
	input		[7:0]	in_data;
	input		[7:0]	data_rd;
	output				req;
	output				wen;
	output		[9:0]	addr;
	output		[7:0]	data_wr;
	output				done;
parameter IDLE = 0, LOAD = 1, OUT_PINK = 2, OUT_BLUE = 3, FINISH = 4;
reg req, wen, done;
reg [9:0] addr;
reg [7:0] data_wr;
reg [2:0] state, next_state;
reg [4:0] count_row;
reg [4:0] count_column;
reg [7:0] temp_pink1 [31:0];
reg [7:0] temp_pink2 [31:0];
reg [7:0] D1, D2, D3;
always @(*) begin
	case(state)
		IDLE: begin
			next_state = LOAD;
		end
		LOAD: begin
			next_state = OUT_PINK;
		end
		OUT_PINK: begin
			if(count_row < 'd2) begin
				if(count_column == 'd31)
					next_state <= LOAD;
				else
					next_state <= OUT_PINK;
			end
			else begin
				if(count_column == 'd31)
					next_state <= OUT_BLUE;
				else
					next_state <= OUT_PINK;
			end
		end
		OUT_BLUE: begin
			if(count_row == 'd16 && count_column == 'd31)
				next_state <= FINISH;
			else begin
				if(count_column == 'd31)
					next_state <= LOAD;
				else
					next_state <= OUT_BLUE;
			end
		end
		default: begin
			next_state <= state;
		end
	endcase
end
always @(posedge clk or posedge rst) begin
	if(rst) begin
		state <= IDLE;
	end
	else begin
		state <= next_state;
	end
end
always @(posedge clk or posedge rst) begin
	if(rst) begin
		count_row <= 'd0;
	end
	else begin
		if(state == LOAD)
			count_row <= count_row + 1;
		else
			count_row <= count_row;
	end
end
always @(posedge clk or posedge rst) begin
	if(rst) begin
		count_column <= 'd0;
	end
	else begin
		if(state == OUT_PINK || state == OUT_BLUE) begin
			if(count_column < 'd31)
				count_column <= count_column + 1;
			else
				count_column <= 'd0;
		end
		else
			count_column <= 'd0;
	end 
end
always @(posedge clk or posedge rst) begin
	if(rst) begin
		temp_pink1[0] <= 'd0;
		temp_pink1[1] <= 'd0;
		temp_pink1[2] <= 'd0;
		temp_pink1[3] <= 'd0;
		temp_pink1[4] <= 'd0;
		temp_pink1[5] <= 'd0;
		temp_pink1[6] <= 'd0;
		temp_pink1[7] <= 'd0;
		temp_pink1[8] <= 'd0;
		temp_pink1[9] <= 'd0;
		temp_pink1[10] <= 'd0;
		temp_pink1[11] <= 'd0;
		temp_pink1[12] <= 'd0;
		temp_pink1[13] <= 'd0;
		temp_pink1[14] <= 'd0;
		temp_pink1[15] <= 'd0;
		temp_pink1[16] <= 'd0;
		temp_pink1[17] <= 'd0;
		temp_pink1[18] <= 'd0;
		temp_pink1[19] <= 'd0;
		temp_pink1[20] <= 'd0;
		temp_pink1[21] <= 'd0;
		temp_pink1[22] <= 'd0;
		temp_pink1[23] <= 'd0;
		temp_pink1[24] <= 'd0;
		temp_pink1[25] <= 'd0;
		temp_pink1[26] <= 'd0;
		temp_pink1[27] <= 'd0;
		temp_pink1[28] <= 'd0;
		temp_pink1[29] <= 'd0;
		temp_pink1[30] <= 'd0;
		temp_pink1[31] <= 'd0;
		temp_pink2[0] <= 'd0;
		temp_pink2[1] <= 'd0;
		temp_pink2[2] <= 'd0;
		temp_pink2[3] <= 'd0;
		temp_pink2[4] <= 'd0;
		temp_pink2[5] <= 'd0;
		temp_pink2[6] <= 'd0;
		temp_pink2[7] <= 'd0;
		temp_pink2[8] <= 'd0;
		temp_pink2[9] <= 'd0;
		temp_pink2[10] <= 'd0;
		temp_pink2[11] <= 'd0;
		temp_pink2[12] <= 'd0;
		temp_pink2[13] <= 'd0;
		temp_pink2[14] <= 'd0;
		temp_pink2[15] <= 'd0;
		temp_pink2[16] <= 'd0;
		temp_pink2[17] <= 'd0;
		temp_pink2[18] <= 'd0;
		temp_pink2[19] <= 'd0;
		temp_pink2[20] <= 'd0;
		temp_pink2[21] <= 'd0;
		temp_pink2[22] <= 'd0;
		temp_pink2[23] <= 'd0;
		temp_pink2[24] <= 'd0;
		temp_pink2[25] <= 'd0;
		temp_pink2[26] <= 'd0;
		temp_pink2[27] <= 'd0;
		temp_pink2[28] <= 'd0;
		temp_pink2[29] <= 'd0;
		temp_pink2[30] <= 'd0;
		temp_pink2[31] <= 'd0;
		D1 <= 'd0;
		D2 <= 'd0;
		D3 <= 'd0;
	end
	else begin
		case(state)
			LOAD: begin
				if(count_row == 'd0)
					temp_pink1[0] <= in_data;
				else if(count_row == 'd1)
					temp_pink2[0] <= in_data;
				else begin
					temp_pink1[0] <= temp_pink2[0];
					temp_pink2[0] <= in_data;
				end
			end
			OUT_PINK: begin
				if(count_row == 'd1)
					temp_pink1[count_column + 1] <= in_data;
				else if(count_row == 'd2)
					temp_pink2[count_column + 1] <= in_data;
				else begin
					temp_pink1[count_column + 1] <= temp_pink2[count_column + 1];
					temp_pink2[count_column + 1] <= in_data;
				end
			end
			OUT_BLUE: begin
				if(temp_pink1[count_column] >=  temp_pink2[count_column + 2])
					D1 <= temp_pink1[count_column] - temp_pink2[count_column + 2];
				else
					D1 <= temp_pink2[count_column + 2] - temp_pink1[count_column];
				if(temp_pink1[count_column + 1] >= temp_pink2[count_column + 1])
					D2 <= temp_pink1[count_column + 1] - temp_pink2[count_column + 1];
				else
					D2 <= temp_pink2[count_column + 1] - temp_pink1[count_column + 1];
				if(temp_pink1[count_column + 2] >= temp_pink2[count_column])
					D3 <= temp_pink1[count_column + 2] - temp_pink2[count_column];
				else
					D3 <= temp_pink2[count_column] - temp_pink1[count_column + 2];
			end
			default: begin
				D1 <= D1;
				D2 <= D2;
				D3 <= D3;
			end
		endcase
	end 
end
always @(*) begin
	case(state)
		IDLE: begin
			req = 1'b0;
			wen = 1'b0;
			done = 1'b0;
		end
		LOAD: begin
			req = 1'b1;
			wen = 1'b0;
			done = 1'b0;
		end
		OUT_PINK: begin
			req = 1'b0;
			wen = 1'b1;
			done = 1'b0;
			addr = (count_row << 6) + count_column - 'd64;
			if(count_row == 'd1)
				data_wr = temp_pink1[count_column]; 
			else 
				data_wr = temp_pink2[count_column];  
		end
		OUT_BLUE: begin
			req = 1'b0;
			wen = 1'b1;
			done = 1'b0;
			addr = (count_row << 6) + count_column - 'd96;
			if(count_column == 'd0) begin
				data_wr = (temp_pink1[0] + temp_pink2[0]) / 2;
			end
			else if(count_column == 'd31) begin
				data_wr = (temp_pink1[31] + temp_pink2[31]) / 2;
			end
			else begin
				if((D2 <= D1) && (D2 <= D3))
					data_wr = (temp_pink1[count_column]+ temp_pink2[count_column]) / 2;
				else if((D1 <= D2) && (D1 <= D3))
					data_wr = (temp_pink1[count_column - 1] + temp_pink2[count_column + 1]) / 2;
				else
					data_wr = (temp_pink1[count_column + 1]+ temp_pink2[count_column - 1]) / 2;
			end
		end
		FINISH: begin
			req = 1'b0;
			wen = 1'b0;
			done = 1'b1;
		end
		default: begin
			req = 1'b0;
			wen = 1'b0;
			done = 1'b0;		
		end
	endcase
end
endmodule
==> /design/flow/run.sh <==
#!/bin/bash
# OpenROAD 26Q1-2900-gdf79404cd8, Yosys 0.63+post, stock flow scripts
make -C /OpenROAD-flow-scripts/flow DESIGN_CONFIG=/design/flow/config.mk WORK_HOME=/design/flow/orfs finish
==> /design/flow/config.mk <==
export PLATFORM = sky130hd
export DESIGN_NAME = ELA
export DESIGN_NICKNAME = ELA
export VERILOG_FILES = /design/flow/design.v
export SDC_FILE = /design/flow/constraint.sdc
export NUM_CORES = 4
export LEC_CHECK = 1
export CORE_UTILIZATION = 40
==> /design/flow/constraint.sdc <==
current_design ELA

set clk_period 14.0
set clk_io_pct 0.2

create_clock -name clk0 -period $clk_period [get_ports {clk}]

set non_clock_inputs [all_inputs -no_clocks]
set_input_delay [expr $clk_period * $clk_io_pct] -clock clk0 $non_clock_inputs
set_output_delay [expr $clk_period * $clk_io_pct] -clock clk0 [all_outputs]
==> flow_summary.yaml <==
# implementation run metrics
run_status:
  status: "finished clean"
layout:
  drive_above_1_share: 0.195
  nFillCells: 9122
  final_core_util: 0.466
  area_growth_pct: 15.5
critical_path:
  r2r_cells: 21
  worstPathMaxFanout: 37
  criticalPathCategory: "reg -> reg"
  crit_end: "D3[7]$_DFFE_PP0P_"
  cp-startpoint: "count_column[3]$_DFF_PP0_"
  required_ps: 14590
  rr_endpoint: "D3[7]$_DFFE_PP0P_"
  cp.arrival_ps: 9030
  r2r_setup_slack_ps: 5560
  regToRegStartpoint: "count_column[3]$_DFF_PP0_"
  end_kind: "flip-flop"
  start_kind: "flip-flop"
clocking:
  post_cts_resized: 0
  cts.hold.buffers_added: 0
  tritoncts: "yes"
  clock.latency.late_pin_ps: 690
  path_clk_slew_ps: 60
  cts_buffers: 69
  clockRootBuffer: "clkbuf_16"
  ctsHtreeMaxLevel: 3
  clockBufferDepth: 3
  post-cts-setup-buffer-count: 0
yosys:
  top_area_frac: 0.352
  topCellsByArea: "dfrtp_1 (35%), mux2_2 (8.4%), a22oi_1 (7.9%)"
  synth_flops: 569
  top_cell: "dfrtp_1"
  yosys_cells: 4326
  ys_types: 97
  edf_count: 0
  top_area_cell: "dfrtp_1"
  yosys_warnings: 3
  synthesis.area_um2: 39100
  ys_chip_area_um2: 39100
  ff_type: "dfrtp_1"
  synthCells: 4326
  top_cells_by_count: "dfrtp_1 (550), nand2_1 (453), a22oi_1 (410)"
  syn_area_per_cell_um2: 9.03
  synthArstFlopShare: 0.968
route:
  wirelength_mm: 288
  antenna_left: 0
  dr.pass1.iters: 11
  vias: 45900
  dr.first_iter.drc_count: 7779
  drcViolationCount: 0
  avgRoutedWirePerCell_um: 49.8
  avgViaCountPerCell: 7.93
timing:
  drv_slew: 0
  rsz0062_at_grt: "false"
  hold_violations: 0
  layout_setup_ws_ps: 5560
  fin_hold_ws_ps: 482
  setup_viol: 0
  finClkSkew_ps: 28.5
  relSlewSlack: 0.0450
  tightest_slew_ps: 1420
  untimed_endpoints: 36
  unclocked_regs: 18
  tns_ps: 0
  period_needed_ps: 8440
  fin_crit_sh: 0.603
  fmax_mhz: 118
grt:
  grt_max_degree: 61
  grt_util_met1: 0.713
  grt_use_met3: 0.445
  overflow: 0
  gr-usage-all-layers: 0.597
  use_met2: 0.724
  grt_pass1_wl_mm: 382
  first_global_vias: 41600
  grt-busiest-layer: "met2"
  antenna_found_initial: 37
place:
  port_buffers: 30
  pre_cts_slack_ps: 6120
  dpl.hpwl_mm: 190
  place_congestion: 1.15
job:
  drv_cap: 0
  warnings: 68
min_path:
  hold_path_class: "reg -> reg"
floorplan:
  rows: 114
  die_area_um2: 98900
  top_level_ports: 39
  die_w_um: 314
  core_region_area_um2: 96700
  initial_core_util: 0.404
  die.size.y_um: 314
[sequential cells by signal, summed over array words and instances (netlist names)]
register and cells:
temp_pink1 256, temp_pink2 256, addr 10, D1 8, D2 8, D3 8, data_wr 8, count_column 5
count_row 5, state 5
[logic make-up after synthesis]
group	after synthesis	synth area share
multiplexers	357	0.102
XOR/XNOR	55	0.0129
other	1	0.0000960
adder cells (fa/ha/maj)	134	0.0449
latches	18	0.00692
buffers and inverters	457	0.0448
AND/OR/NAND/NOR	1180	0.143
flip-flops	551	0.353
AND-OR/OR-AND	1573	0.293
[worst max-delay path, cell delays in order, from the launching register on]
cell       delay [ps]
dfrtp_4           800
buf_4             570
nand3_1           250
xnor2_1           650
nand2_1           370
nor2_2            940
buf_4             530
a22oi_1           110
nand3_1           140
or4_1             530
mux2_2            360
ha_1              310
o21ai_0           130
a21boi_0          110
o21ai_0           210
a31oi_1           160
o21ai_0           490
nand2_1           300
o311ai_0          460
nor3_1            160
or4b_2            650
o2111ai_1          90
[cell type report]
type,instances,area [µm²],area share
Clock buffer,95,2000,0.0443
Tap cell,1276,1600,0.0354
Multi-Input combinational cell,3300,23800,0.527
Antenna cell,40,100,0.00222
Timing Repair Buffer,363,2800,0.0621
Clock inverter,27,305,0.00677
Inverter,118,447,0.00990
Sequential cell,569,14100,0.312
[cell usage in the layout (no fill, tap or decap), types with 32 or more instances in the layout]
| cell type | count |
|---|---|
| a211oi_1 | 35 |
| a21oi_1 | 150 |
| a221oi_1 | 195 |
| a222oi_1 | 62 |
| a22o_1 | 188 |
| a22oi_1 | 410 |
| buf_4 | 333 |
| clkbuf_16 | 72 |
| dfrtp_1 | 546 |
| diode_2 | 40 |
| ha_1 | 115 |
| inv_1 | 114 |
| mux2_2 | 291 |
| mux2i_1 | 55 |
| nand2_1 | 453 |
| nand3_1 | 122 |
| nand4_1 | 122 |
| nor2_1 | 194 |
| nor2_2 | 45 |
| nor3_1 | 52 |
| o21ai_0 | 315 |
| xnor2_1 | 32 |
[metal layers]
layer  vias up  share of wire
met5         -         0.0054
met3      1644           0.18
li1      17100              -
met2      4804           0.36
met1     22200           0.35
met4        55          0.098
[worst min path at each step]
stage	startpoint	endpoint	slack [ps]	depth (start not counted)
final	state[1]$_DFF_PP0_	state[1]$_DFF_PP0_	480	1
after CTS	state[1]$_DFF_PP0_	state[1]$_DFF_PP0_	490	1
after global routing	state[1]$_DFF_PP0_	state[1]$_DFF_PP0_	490	1
[metrics by stage]
stage,cells,cell area [µm²]
after floorplan,4326,39100
after global placement,5626,42700
after detailed placement,5626,42700
after CTS,5748,45000
after global routing,5756,45000
final,5788,45100
