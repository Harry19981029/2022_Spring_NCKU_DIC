$ cat ./config.mk
export PLATFORM = sky130hd
export DESIGN_NAME = LZ77
export DESIGN_NICKNAME = LZ77
export VERILOG_FILES = /design/flow/design.v
export SDC_FILE = /design/flow/constraint.sdc
export NUM_CORES = 4
export LEC_CHECK = 1
export CORE_UTILIZATION = 30
$ cat ./constraint.sdc
current_design LZ77

set clk_period 4078.5
set clk_io_pct 0.2

create_clock -name clk0 -period $clk_period [get_ports {clk}]

set non_clock_inputs [all_inputs -no_clocks]
set_input_delay [expr $clk_period * $clk_io_pct] -clock clk0 $non_clock_inputs
set_output_delay [expr $clk_period * $clk_io_pct] -clock clk0 [all_outputs]
$ cat ./design.v
module LZ77(clk,reset,chardata,valid,encode,busy,offset,match_len,char_nxt);
input 		clk;
input 		reset;
output reg 	valid;
output reg 	encode;
output reg 	busy;
output reg [7:0] char_nxt;
inout	[3:0] 	offset; 
inout	[2:0] 	match_len;
inout 	[7:0] 	chardata;
reg		[2:0]	current_state, next_state;
reg		[11:0]	counter;
reg		[3:0]	search_index;
reg		[2:0]	lookahead_index;
reg		[3:0]	str_buffer		[2047:0];
reg		[3:0]	search_buffer	[8:0];
reg 	[3:0] 	offset_reg;
reg 	[2:0] 	match_len_reg;
reg 	[7:0]	chardata_reg;
reg 			chardata_flag;
integer i;
parameter [2:0] IN=3'b000, ENCODE=3'b001, ENCODE_OUT=3'b010, SHIFT_ENCODE=3'b011, DECODE_OUT=3'b100;
wire			equal[7:0];
wire	[11:0]	current_encode_len;
wire	[2:0]	curr_lookahead_index;
wire	[3:0]	match_char [6:0];
wire	[3:0] 	offset;
wire	[2:0] 	match_len;
wire	[7:0]	chardata;
assign	offset = (encode) ? offset_reg : 4'hz;
assign	match_len = (encode) ? match_len_reg : 3'hz;
assign	chardata = (chardata_flag) ? chardata_reg : 8'hzz;
assign	match_char[0] = search_buffer[search_index];
assign	match_char[1] = (search_index >= 1) ? search_buffer[search_index-1] : str_buffer[search_index];
assign	match_char[2] = (search_index >= 2) ? search_buffer[search_index-2] : str_buffer[1-search_index];
assign	match_char[3] = (search_index >= 3) ? search_buffer[search_index-3] : str_buffer[2-search_index];
assign	match_char[4] = (search_index >= 4) ? search_buffer[search_index-4] : str_buffer[3-search_index];
assign	match_char[5] = (search_index >= 5) ? search_buffer[search_index-5] : str_buffer[4-search_index];
assign	match_char[6] = (search_index >= 6) ? search_buffer[search_index-6] : str_buffer[5-search_index];
assign	equal[0] = (search_index <= 8) ? (match_char[0]==str_buffer[0]) ? 1'b1 : 1'b0 : 1'b0;
assign	equal[1] = (search_index <= 8) ? (match_char[1]==str_buffer[1]) ? equal[0] : 1'b0 : 1'b0;
assign	equal[2] = (search_index <= 8) ? (match_char[2]==str_buffer[2]) ? equal[1] : 1'b0 : 1'b0;
assign	equal[3] = (search_index <= 8) ? (match_char[3]==str_buffer[3]) ? equal[2] : 1'b0 : 1'b0;
assign	equal[4] = (search_index <= 8) ? (match_char[4]==str_buffer[4]) ? equal[3] : 1'b0 : 1'b0;
assign	equal[5] = (search_index <= 8) ? (match_char[5]==str_buffer[5]) ? equal[4] : 1'b0 : 1'b0;
assign	equal[6] = (search_index <= 8) ? (match_char[6]==str_buffer[6]) ? equal[5] : 1'b0 : 1'b0;
assign	equal[7] = 1'b0;
assign	current_encode_len = counter+match_len_reg+1;
assign	curr_lookahead_index = lookahead_index+1;
always @(posedge clk or posedge reset)
begin
	if(reset) begin
		current_state <= IN;
		busy <= 0;
		counter <= 0;
		search_index <= 0;
		lookahead_index <= 0;
		valid <= 0;
		encode <= 0;
		offset_reg <= 0;
		match_len_reg <= 0;
		char_nxt <= 0;
		chardata_reg <= 0;
		chardata_flag <= 0;
		search_buffer[0] <= 4'd0;
		search_buffer[1] <= 4'd0;
		search_buffer[2] <= 4'd0;
		search_buffer[3] <= 4'd0;
		search_buffer[4] <= 4'd0;
		search_buffer[5] <= 4'd0;
		search_buffer[6] <= 4'd0;
		search_buffer[7] <= 4'd0;
		search_buffer[8] <= 4'd0;
	end
	else begin
		current_state <= next_state;
		case(current_state)
			IN: begin
				match_len_reg <= 0;
				str_buffer[counter] <= chardata[3:0];
				counter <= (counter == 2047) ? 0 : counter+1;
			end
			ENCODE: begin
				valid <= 0;
				if(equal[match_len_reg]==1 && search_index < counter && current_encode_len <= 2048) begin
					chardata_reg <= str_buffer[curr_lookahead_index];
					match_len_reg <= match_len_reg+1;
					offset_reg <= search_index;
					lookahead_index <= curr_lookahead_index;
				end
				else begin
					search_index <= (search_index==15) ? 0 : search_index-1;
				end
			end
			ENCODE_OUT: begin
				encode <= 1;
				chardata_flag <= 1;
				valid <= 1;
				busy <= 1;
				chardata_reg <= (current_encode_len==2049) ? 8'h24 : (match_len_reg==0) ? str_buffer[0] : chardata_reg;
				counter <= current_encode_len;
			end
			SHIFT_ENCODE: begin
				counter <= (counter==2049) ? 0 : counter;
				char_nxt <= 0;
				chardata_flag <= (counter==2049) ? 0 : chardata_flag;
				offset_reg <= 0;
				valid <= 0;
				match_len_reg <= 0;
				search_index <= 8;
				lookahead_index <= (lookahead_index==0 || counter==2049) ? 0 : lookahead_index-1;
				search_buffer[8] <= search_buffer[7];
				search_buffer[7] <= search_buffer[6];
				search_buffer[6] <= search_buffer[5];
				search_buffer[5] <= search_buffer[4];
				search_buffer[4] <= search_buffer[3];
				search_buffer[3] <= search_buffer[2];
				search_buffer[2] <= search_buffer[1];
				search_buffer[1] <= search_buffer[0];
				search_buffer[0] <= str_buffer[0];
				for (i=0; i<2047; i=i+1) begin
					str_buffer[i] <= str_buffer[i+1];
				end
			end
			DECODE_OUT: begin
				encode <= 0;
				char_nxt <= (match_len_reg == match_len) ? chardata : search_buffer[offset];
				search_buffer[8] <= search_buffer[7];
				search_buffer[7] <= search_buffer[6];
				search_buffer[6] <= search_buffer[5];
				search_buffer[5] <= search_buffer[4];
				search_buffer[4] <= search_buffer[3];
				search_buffer[3] <= search_buffer[2];
				search_buffer[2] <= search_buffer[1];
				search_buffer[1] <= search_buffer[0];
				search_buffer[0] <= (match_len_reg == match_len) ? chardata : search_buffer[offset];
				match_len_reg <= (match_len_reg == match_len) ? 0 : match_len_reg+1;
				busy <= (char_nxt == 8'h24) ? 0 : 1;
				valid <= (char_nxt == 8'h24) ? 0 : 1;
			end
		endcase
	end
end
always @(*) begin
	case(current_state)
		IN: begin
			next_state = (counter == 2047) ? ENCODE : IN;
		end
		ENCODE: begin
			next_state = (search_index==15 || match_len_reg==7) ? ENCODE_OUT : ENCODE;
		end
		ENCODE_OUT: begin
			next_state = SHIFT_ENCODE;
		end
		SHIFT_ENCODE: begin
			next_state = (counter==2049) ? DECODE_OUT : (lookahead_index==0) ? ENCODE : SHIFT_ENCODE;
		end
		DECODE_OUT: begin
			next_state = (char_nxt==8'h24) ? IN : DECODE_OUT;
		end
	endcase
end
endmodule
$ cat ./run.sh
#!/bin/bash
# OpenROAD 26Q1-2900-gdf79404cd8, Yosys 0.63+post, stock flow scripts
make -C /OpenROAD-flow-scripts/flow DESIGN_CONFIG=/design/flow/config.mk WORK_HOME=/design/flow/orfs finish
==> results.toml <==
# yosys + openroad results
[floorplanning]
rows = 397
dieWidth_um = 1084
fp_util = 0.3008
die_y_um = 1084
ios = 28

[yosys]
yosys_warnings = 6
synth-async-reset-ratio = 0.009428
most_common_cell = "nand2_1"
syn_area_mm2 = 0.3513
yosys-top-cells-count = "18590 x nand2_1, 8192 x edfxtp_1, 2591 x clkbuf_1, 2171 x a21oi_1, 375 x nor2_1"
ys_area_mm2 = 0.3513
synth_top_area_share = 0.7002
synth_cell_types = 116
synth_flops = 8273
syn_inst = 33600
synthTopCellsByArea = "edfxtp_1 70%, nand2_1 20%, a21oi_1 3.1%"
avgSynthCellArea_um2 = 10.45
yosysTopAreaCell = "edfxtp_1"
yosys_cells = 33600
synth-main-ff-cell = "edfxtp_1"
edf_count = 8192

[clock_network]
post_cts_buffers = 0
clockRootBuffer = "clkbuf_16"
htree_levels = 6
ctsHoldBuffers = 0
ctsResizeCount = 0
cts_made_buffers = 803
clockBufferDepth = 5

[placement]
postPlaceCellArea_mm2 = 0.3663
place_congestion = 0.9466
hpwl_um = 590500
place_ws_ps = 3255870
io_buffers = 9
dp_cells = 47110

[outcome]
firstError = "[error] [KeplerFormal.cpp:679] Workflow failed: Iso has multiple drivers: .chardata0, chardata[0]$_DFFE_PP0P_.Q0"
status = "did not finish"
failing_step = "4_1_cts"

[final_timing]
untimed_endpoints = 6
unclocked_pins = 3
[cells by family after synthesis]
group / synth area share
AND-OR/OR-AND: 0.04473
XOR/XNOR: 0.0008976
adder cells (fa/ha/maj): 0.001268
buffers and inverters: 0.03104
flip-flops: 0.7058
latches: 0.0001282
multiplexers: 0.005303
other: 0.00001067
AND/OR/NAND/NOR: 0.2108
